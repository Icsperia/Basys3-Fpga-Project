==> flow/design.v <==
module delay#(
    parameter VAL_DLY = 1000000  
)(
    input clk,      
    input rst,      
    input btn,      
    output reg delay_en  
);
reg [19:0] delay;  
always @(posedge clk or posedge rst) begin
    if (rst) begin
        delay <= 0;
        delay_en <= 0;
    end else begin
        if (btn) begin
            if (delay >= VAL_DLY) begin
                delay <= 0;
                delay_en <= 1;  
            end else begin
                delay <= delay + 1;
                delay_en <= 0;  
            end
        end else begin
            delay <= 0;
            delay_en <= 0;
        end
    end
end
endmodule
module rectangle#(
    parameter RC_H1 = 0,                
    parameter RC_H2 = 0,                
    parameter RC_V1 = 0,                
    parameter RC_V2 = 0,                
    parameter [11:0] COLOR = 12'h000    
)(
    input clk            ,                         
    input rst            ,  
    input video_on       ,  
    input btnU           ,  
    input btnD           ,  
    input [11:0] h_count ,  
    input [11:0] v_count ,  
    output reg [11:0] rgb,  
    output pe_u          ,  
    output pe_d          ,  
    output  [11:0] current_rc_h1,  
    output  [11:0] current_rc_h2,  
    output  [11:0] current_rc_v1,  
    output  [11:0] current_rc_v2   
);
localparam signed OFFSET = 10  ;  
logic signed [11:0] offset_ver1;  
logic reg_pe_r                 ;  
logic reg_pe_u                 ;  
logic delay_up                 ;  
logic delay_down               ;  
    assign current_rc_h1 = RC_H1;  
    assign current_rc_h2 = RC_H2;
    assign current_rc_v1 = RC_V1 + offset_ver1;
    assign current_rc_v2 = RC_V2 + offset_ver1;
always @(posedge clk or posedge rst) begin
    if (rst)  rgb <= 12'h000;   else 
    if (((h_count >= current_rc_h1) && (h_count <=  current_rc_h2)) && ((v_count >= current_rc_v1) && (v_count <= current_rc_v2)))
        rgb <= video_on ? COLOR : 12'h000; else
        rgb <= 12'h000 ;
end
always @(posedge clk or posedge rst ) begin
    if(rst) offset_ver1 <= 12'b0;  else  
    if (delay_down) begin 
    if ((RC_V2 + offset_ver1 + OFFSET) <= 1079) offset_ver1 <= offset_ver1 + OFFSET; 
    end else
    if (delay_up) begin 
    if ((RC_V1 + offset_ver1 - OFFSET) >= 0)    offset_ver1 <= offset_ver1 - OFFSET;   
        end
    end
delay #(
.VAL_DLY(1000000)              
    )delay_i_u(
        .clk      (clk      ),
        .rst      (rst      ),
        .btn      (btnU     ),
        .delay_en (delay_up )
                            );
delay #(
.VAL_DLY(1000000)      
        )delay_i_d(
        .clk     (clk        ),
        .rst     (rst        ),
        .btn     (btnD       ),
        .delay_en(delay_down )
        );
endmodule
==> flow/run.sh <==
#!/bin/bash
# OpenROAD 26Q1-2900-gdf79404cd8, Yosys 0.63+post, stock flow scripts
make -C /OpenROAD-flow-scripts/flow DESIGN_CONFIG=/design/flow/config.mk WORK_HOME=/design/flow/orfs finish
==> flow/config.mk <==
export PLATFORM = sky130hd
export DESIGN_NAME = rectangle
export DESIGN_NICKNAME = rectangle
export VERILOG_FILES = /design/flow/design.v
export SDC_FILE = /design/flow/constraint.sdc
export NUM_CORES = 4
export LEC_CHECK = 1
export CORE_UTILIZATION = 50
==> flow/constraint.sdc <==
current_design rectangle

set clk_period 4.1
set clk_io_pct 0.2

create_clock -name clk0 -period $clk_period [get_ports {clk}]

set non_clock_inputs [all_inputs -no_clocks]
set_input_delay [expr $clk_period * $clk_io_pct] -clock clk0 $non_clock_inputs
set_output_delay [expr $clk_period * $clk_io_pct] -clock clk0 [all_outputs]
==> run_results.csv <==
group,metric,value,unit
run_status,status,"finished clean",
setup_path,worst_r2r_path_depth,7,
final_timing,max-slew-margin-rel,0.494,
global_route,antenna_found_initial,0,
synthesis,yosysChipArea,3270,um^2
synthesis,avgSynthCellArea,9.40,um^2
cts,cts-hold-fix-buffers,0,
detailed_routing,viasPerCell,4.97,
detailed_routing,antenna_violating_nets_post_route,0,
setup_path,cp_launch_type,"register",
cts,total_number_of_h_tree_levels,2,
finish,fillers,544,
power_and_ir_drop,swShare,0.238,
setup_path,critical_path_arrival,2.42,ns
floorplan,die_y_size,82.9,um
final_timing,rsz0062_at_grt,"no",
power_and_ir_drop,power.share.clock,0.337,
place,dp_slack,1.85,ns
power_and_ir_drop,peakVddDrop,0.206,mV
global_route,maximum_number_of_pins_on_one_net_before_global_route_repair,30,
final_timing,setup_viol,0,
finish,most_used_cells_in_the_layout_excluding_fill_and_tap_cells,"sky130_fd_sc_hd__dfrtp_1, sky130_fd_sc_hd__nor2_1, sky130_fd_sc_hd__conb_1",
power_and_ir_drop,power.share.combinational,0.120,
global_route,overflow,0,
detailed_routing,firstDrtPassIters,4,
global_route,grt_pass1_vias,1965,
cts,cts.sinks,53,
synthesis,count_of_mapped_cells_out_of_synthesis,348,
setup_path,timing.critical_path.required,4.30,ns
final_timing,worst-slew-pin-transition,0.755,ns
place,detailedPlacementHpwl,3.58,mm
flow_run,tool_warnings,54,
final_timing,timing.final.crit_share,0.541,
setup_path,worstSetupEndpointType,"register",
synthesis,yosys_cells,348,
floorplan,core_area,6350,um^2
finish,logic_area,1620,um^2
power_and_ir_drop,seqPwrFrac,0.543,
hold_path,min_delay_worst_endpoint,"delay_i_d.delay[0]$_DFF_PP0_",
cts,cts_post_setup_buffers_inserted,0,
setup_path,regToRegEndpoint,"offset_ver1[10]$_DFFE_PP0P_",
synthesis,synth_warnings,4,
synthesis,ys.flop_type,"sky130_fd_sc_hd__dfrtp_1",
floorplan,io_pins,91,
detailed_routing,avgRoutedWirePerCell,12.0,um
finish,finish.utilization,0.543,
power_and_ir_drop,p_sw,0.244,mW
synthesis,ys_seq_elements,53,
setup_path,path_class,"register to register",
power_and_ir_drop,p_leak,1.62,nW
detailed_routing,antennaDiodeCount,0,
synthesis,synth.largest_area_cell,"sky130_fd_sc_hd__dfrtp_1",
hold_path,min-delay-path-class,"register to register",
power_and_ir_drop,power.density,297,nW/um^2
place,buffer_ports.inserted,25,
floorplan,dieWidth,82.9,um
finish,register_area,1330,um^2
setup_path,cp_max_fo,10,
detailed_routing,via_count,2183,
cts,cts_buffer_depth,2,
final_timing,period_minus_slack,2.22,ns
final_timing,maximum_clock_skew_at_final_layout,0.0164,ns
finish,stdcell_area,3450,um^2
hold_path,holdPathStages,1,
cts,cts.clk_slew.worst_paths,0.10,ns
cts,skew_pair_late_insertion_delay,0.30,ns
floorplan,row_count,29,
detailed_routing,postRouteWirelength,5.26,mm
place,dpl_cell_area,3350,um^2
place,finalWeightedCongestion,0.829,
setup_path,worst_r2r_startpoint,"delay_i_d.delay_en$_DFF_PP0_",
synthesis,synth.cell_area,3270,um^2
global_route,grt.total_usage,0.165,
final_timing,final_hold_violations,0,
synthesis,asyncSetResetFlopFracSynth,1.00,
finish,growth_of_design_area_from_synthesis_to_finish,5.47,%
cts,root_buffer,"sky130_fd_sc_hd__clkbuf_8",
global_route,grt_first_pass_wirelength,9.16,mm
finish,mostFrequentLayoutCell,"sky130_fd_sc_hd__dfrtp_1",
detailed_routing,drt_first_iter_violations,94,
synthesis,yosys.stat.seqShare,0.405,
synthesis,synth_unique_cells,46,
setup_path,rrSetupSlack,1.88,ns
power_and_ir_drop,power_report.internal_total,0.783,mW
final_timing,slew_violations,0,
cts,cts_repair_resize_count,0,
final_timing,layout_setup_ws,1.88,ns
synthesis,edf_count,0,
cts,tritoncts_clock_tree,"done",
flow_run,max_cap_viol_count,0,
finish,layout-drive-gt1-share,0.0442,
cts,cts_buf_count,5,
floorplan,design.die.area,6870,um^2
floorplan,fp_util,0.515,
synthesis,area_leaders,"sky130_fd_sc_hd__dfrtp_1, sky130_fd_sc_hd__buf_4, sky130_fd_sc_hd__xor2_1",
detailed_routing,drcViolationCount,0,
hold_path,hold_path_startpoint,"delay_i_d.delay[0]$_DFF_PP0_",
final_timing,finalSetupTns,0,ns
final_timing,max_freq,451,MHz
synthesis,synth_largest_type_area_fraction,0.405,
[cells by family (layout without fill, tap and decap cells)]
family          Yosys count  count (layout)  share of synthesized area
xor+xnor                 40              40                      0.107
mux                       4               4                     0.0130
buf+inv                  71              46                      0.145
flops                    53              53                      0.405
other cells               1              40                    0.00115
compound gates           46              46                     0.0918
fa+ha+maj                14              14                     0.0558
simple gates            119             119                      0.181
[synth_stat cells (2+ instances only)]
| library cell | instances |
|---|---|
| sky130_fd_sc_hd__a41oi_1 | 2 |
| sky130_fd_sc_hd__nand2_1 | 23 |
| sky130_fd_sc_hd__nor2_1 | 43 |
| sky130_fd_sc_hd__a21boi_0 | 3 |
| sky130_fd_sc_hd__o21ai_0 | 14 |
| sky130_fd_sc_hd__mux2i_1 | 2 |
| sky130_fd_sc_hd__a31oi_1 | 3 |
| sky130_fd_sc_hd__buf_2 | 4 |
| sky130_fd_sc_hd__o31ai_1 | 2 |
| sky130_fd_sc_hd__or3_1 | 2 |
| sky130_fd_sc_hd__a211o_1 | 2 |
| sky130_fd_sc_hd__inv_1 | 13 |
| sky130_fd_sc_hd__a21o_1 | 3 |
| sky130_fd_sc_hd__ha_1 | 13 |
| sky130_fd_sc_hd__a21oi_1 | 8 |
| sky130_fd_sc_hd__and4_1 | 5 |
| sky130_fd_sc_hd__nor3_1 | 2 |
| sky130_fd_sc_hd__buf_4 | 51 |
| sky130_fd_sc_hd__xnor2_1 | 10 |
| sky130_fd_sc_hd__o211ai_1 | 2 |
| sky130_fd_sc_hd__xor2_1 | 30 |
| sky130_fd_sc_hd__nand4_1 | 9 |
| sky130_fd_sc_hd__nor4_1 | 4 |
| sky130_fd_sc_hd__nand2b_1 | 2 |
| sky130_fd_sc_hd__a211oi_1 | 2 |
| sky130_fd_sc_hd__nand3_1 | 13 |
| sky130_fd_sc_hd__dfrtp_1 | 53 |
| sky130_fd_sc_hd__and3_1 | 9 |
| sky130_fd_sc_hd__mux2_2 | 2 |
[routing by layer]
layer / GRT usage / wire length, um / vias up / part of all wire
li1: - / - / 1115 / -
met1: 0.273 / 2700 / 1012 / 0.51
met2: 0.249 / 2290 / 51 / 0.43
met3: 0.0262 / 224 / 5 / 0.043
met4: 0.0172 / 52 / 0 / 0.0099
met5: 0 / 0 / - / 0
[worst max-delay path, cell delays in order, from the launching register on]
cell	delay [ns]
sky130_fd_sc_hd__dfrtp_1	0.43
sky130_fd_sc_hd__inv_1	0.31
sky130_fd_sc_hd__ha_1	0.32
sky130_fd_sc_hd__a211o_1	0.29
sky130_fd_sc_hd__a21oi_1	0.19
sky130_fd_sc_hd__o21ai_0	0.17
sky130_fd_sc_hd__nand2b_1	0.17
sky130_fd_sc_hd__a32o_1	0.23
[layout make-up]
| class | count | area share |
|---|---|---|
| tap | 77 | 0.0279 |
| timing repair buffer | 26 | 0.0747 |
| clock inverter | 2 | 0.0102 |
| sequential | 53 | 0.384 |
| clock buffer | 5 | 0.0199 |
| multi-input combinational | 263 | 0.469 |
| inverter | 13 | 0.0141 |
[worst max-delay path by stage]
| stage | from | endpoint | cells past startpoint |
|---|---|---|---|
| final | delay_i_d.delay_en$_DFF_PP0_ | offset_ver1[10]$_DFFE_PP0P_ | 7 |
| after global routing | delay_i_d.delay_en$_DFF_PP0_ | offset_ver1[11]$_DFFE_PP0P_ | 7 |
| after CTS | offset_ver1[8]$_DFFE_PP0P_ | offset_ver1[2]$_DFFE_PP0P_ | 4 |
[metrics by stage]
stage | hold WS, ns | cells | total power, mW
after CTS | 0.481 | 439 | 1.05
after global placement | 0.464 | 432 | 0.692
after floorplan | 0.447 | 387 | 0.672
after detailed placement | 0.469 | 432 | 0.693
final | 0.480 | 439 | 1.03
after global routing | 0.507 | 439 | 1.08
[power groups by stage]
| stage | logic, mW | clock network, mW | registers [mW] |
|---|---|---|---|
| final | 0.123 | 0.346 | 0.557 |
| after global routing | 0.141 | 0.381 | 0.561 |
| after CTS | 0.125 | 0.364 | 0.558 |
[registers in the layout, indices dropped and copies added (netlist names)]
signal              cells
delay_i_d.delay        20
delay_i_u.delay        20
delay_i_u.delay_en      1
offset_ver1            11
delay_i_d.delay_en      1
Power figures rest on the tool's default switching activity, not on a simulated workload.
